--- ./run.sh ---
#!/bin/bash
# OpenROAD 26Q1-2900-gdf79404cd8, Yosys 0.63+post, stock flow scripts
make -C /OpenROAD-flow-scripts/flow DESIGN_CONFIG=/design/flow/config.mk WORK_HOME=/design/flow/orfs finish
--- ./config.mk ---
export PLATFORM = sky130hd
export DESIGN_NAME = ripple_carry_adder
export DESIGN_NICKNAME = ripple_carry_adder
export VERILOG_FILES = /design/flow/design.v
export SDC_FILE = /design/flow/constraint.sdc
export NUM_CORES = 4
export LEC_CHECK = 1
export CORE_AREA = 10 10 70 70
export DIE_AREA = 0 0 80 80
--- ./constraint.sdc ---
current_design ripple_carry_adder

set clk_period 1.9
set clk_io_pct 0.2

create_clock -name clk0 -period $clk_period

set non_clock_inputs [all_inputs -no_clocks]
set_input_delay [expr $clk_period * $clk_io_pct] -clock clk0 $non_clock_inputs
set_output_delay [expr $clk_period * $clk_io_pct] -clock clk0 [all_outputs]
--- ./design.v ---
module full_adder(in0, in1, cin, out, cout);
	input in0, in1, cin;
	output out, cout;
	assign out = in0 ^ in1 ^ cin;
	assign cout = ((in0 | in1) & ~(in0 & in1) & cin) | (in0 & in1);
endmodule
module ripple_carry_adder(in0, in1, out, cout);
	input [3:0] in0;
	input [3:0] in1;
	output [3:0] out;
	output cout;
	wire c1, c2, c3;
	full_adder fa0(in0[0], in1[0], 0, out[0], c1);
	full_adder fa1(in0[1], in1[1], c1, out[1], c2);
	full_adder fa2(in0[2], in1[2], c2, out[2], c3);
	full_adder fa3(in0[3], in1[3], c3, out[3], cout);
endmodule
==> results.yml <==
# flow metrics
outcome:
  status: "finished, violations left"
  violations: "negative setup slack"
global_routing:
  grt-ovfl-total: 0
  grt_usage_pct: 1.158
  antenna_found_initial: 0
  grt_pass1_wl_um: 600
  gr-usage-met1_pct: 1.198
  use_met2_pct: 2.167
  gr-max-usage-layer: "met2"
  met3_usage_pct: 0.5682
  grt_max_degree: 2
  grt_pass1_vias: 120
cts:
  post_cts_buffers: 0
  postCtsHoldBufs: 0
floorplan:
  placementRows: 21
  ios: 13
  die_area_um2: 6400
  die_y_um: 80
  fp_util_pct: 3.883
  die_w_um: 80
  core-area_um2: 3416
yosys:
  top_cell: "inv_1"
  area_leaders: "fa_1 (45%), buf_4 (23%), inv_1 (23%)"
  yosysCellCount: 16
  post-synth-top-area-fraction_pct: 45.28
  common_cells: "inv_1 (8), buf_4 (4), fa_1 (3)"
  yosysWarningCount: 1
  ys_seq_share_pct: 0
  ys_chip_area_um2: 132.6
  synth_cell_types: 4
  syn_inst: 16
  yosysTopAreaCell: "fa_1"
  syn_area_um2: 132.6
  avgSynthCellArea_um2: 8.289
placement:
  placed_area_um2: 290.3
  port_buffers: 13
  gp_congestion: 0.7076
  dp.final_hpwl_um: 367.6
  pre_cts_ws_ns: -1.081
setup_path:
  worstSetupStartpointType: "primary input"
  criticalPathCategory: "primary input to primary output"
  cp-end-kind: "primary output"
  crit_arrival_ns: 1.82
  cp_max_fo: 1
  crit_required_ns: 1.52
power:
  combPwrFrac_pct: 100.0
  p_int_uw: 36.00
  clkPwrFrac_pct: 0
  netSwitchingFraction_pct: 33.36
  p_seq_share_pct: 0
  power_switching_uw: 18.02
  powerDensity_nw_per_um2: 186.9
  ir_drop_v: 0.00001141
  p_leak_nw: 0.1260
  power_uw: 54.02
timing:
  worst_pin_slew_ns: 0.08175
  grt_setup_unrepaired: "yes"
  finalHoldViolCount: 0
  finalSetupViolCount: 3
  finalCriticalPeriod_ns: 2.196
  final-max-slew-violation-count: 0
  hold_ws_ns: 1.244
  finalClockPeriodUsage_pct: 115.6
  max_clock_freq_mhz: 455.4
  slew_headroom_pct: 94.54
  setup_ws_ns: -0.2957
flow_run:
  warning_count: 35
  cap_viol_max_count: 0
layout:
  nClkBuffers: 0
  areaGrowthSynthToFinish_pct: 117.9
  flop-count: 0
  drive_above_1_share_pct: 52.00
  final_area_um2: 289.0
  flop_area_um2: 0
min_path:
  hp-start: "in0[1]"
  hold_path.class: "primary input to primary output"
  whs_path_depth: 3
  hold_end: "out[1]"
detailed_routing:
  routed_wl_um: 378
  first_pass_iters: 1
  antenna_cells: 0
  drt-wirelength-per-cell_um: 5.324
  ant_nets: 0
  first_iter_violations: 0
  drc: 0
  viasPerCell: 1.620
  vias: 115
-- logic make-up (layout without fill, tap and decap cells) --
logic type,count (synthesis),after routing,synth area share (%)
adders and majority gates,4,4,54.72
buffers and inverters,12,21,45.28
-- layer usage --
layer	vias up	wire, µm
li1	55	-
met1	53	135
met2	7	183
met3	0	59
met4	0	0
met5	-	0
-- power by group through the flow --
stage	clock network (mW)	registers (mW)	logic, mW
final	0	0	0.0540
after global routing	0	0	0.0642
after CTS	0	0	0.0572
-- worst max path at each step --
stage / from / end / slack [ns] / cells past startpoint
finish: in1[0] / out[3] / -0.30 / 8
global route: in1[0] / out[3] / -0.36 / 8
CTS: in1[0] / out[3] / -0.35 / 8
-- layout by cell type, fill, tap and decap left out --
| cell type | n |
|---|---|
| clkdlybuf4s15_1 | 1 |
| clkdlybuf4s50_1 | 3 |
| buf_2 | 4 |
| fa_2 | 3 |
| ha_4 | 1 |
| buf_6 | 2 |
| inv_2 | 3 |
| inv_1 | 5 |
| dlygate4sd2_1 | 3 |
-- critical path, cell delays in order --
cell and delay, ns:
buf_6 0.08, ha_4 0.13, fa_2 0.19, inv_2 0.04
fa_2 0.35, fa_2 0.53, inv_1 0.03, buf_2 0.10
-- through the flow --
stage	TNS (ns)	cells	util (%)
global placement	-3.370	71	8.498
finish	-0.4677	71	8.462
CTS	-0.5905	71	8.645
floorplan	-0.1733	16	-
global route	-0.6545	71	8.462
detailed placement	-3.389	71	8.498
-- area by class of cell --
| type | instances | area (µm²) |
|---|---|---|
| fill | 407 | 3127 |
| inverter | 8 | 30.03 |
| multi-input combinational | 4 | 92.59 |
| tap | 46 | 57.56 |
| timing repair buffer | 13 | 108.9 |
-- what timing repair did --
item,CTS,global route
gates resized,32,2
setup endpoints to repair,5,3
pin swaps,4,1
Power figures rest on the tool's default switching activity, not on a simulated workload.
